### run.sh
#!/bin/bash
# OpenROAD 26Q1-2900-gdf79404cd8, Yosys 0.63+post, stock flow scripts
make -C /OpenROAD-flow-scripts/flow DESIGN_CONFIG=/design/flow/config.mk WORK_HOME=/design/flow/orfs finish
### config.mk
export PLATFORM = sky130hd
export DESIGN_NAME = CU
export DESIGN_NICKNAME = CU
export VERILOG_FILES = /design/flow/design.v
export SDC_FILE = /design/flow/constraint.sdc
export NUM_CORES = 4
export LEC_CHECK = 1
export CORE_AREA = 10 10 100 100
export DIE_AREA = 0 0 110 110
### design.v
module CU(
input [31:0]instruct,
output reg MUL_en,
output reg MULH_en,
output reg MULHSU_en,
output reg MULHU_en,
output reg DIV_en,
output reg DIVU_en,
output reg REM_en,
output reg REMU_en,
output reg ADD_en,
output reg SUB_en,
output reg AND_en,
output reg OR_en,
output reg XOR_en,
output reg SLL_en,
output reg SRL_en,
output reg SRA_en,
output reg SLT_en,
output reg ADDI_en,
output reg ANDI_en,
output reg ORI_en,
output reg XORI_en,
output reg SLTI_en,
output reg SLTIU_en,
output reg SLLI_en,
output reg SRLI_en,
output reg SRAI_en,
output reg SW_en,
output reg SH_en,
output reg SB_en,
output reg LUI_en,
output reg AUIPC_en,
output reg rs1_rd_en,
output reg rs2_rd_en,
output reg rd_wr_en,
output reg [4:0]rs1,
output reg [4:0]rs2,
output reg [4:0]rd,
output [31:0]IM_32_I,
output [31:0]IM_32_S,
output reg [4:0]shift_amount,
output [31:0]IM_32_U
);
wire [6:0]opcode;
wire [2:0]func3;
wire [6:0]func7;
wire [11:0]imm_12;
reg [11:0]im_i;
reg [11:0]im_s;
reg [20:0]im_u;
assign opcode=instruct[6:0];
assign func3=instruct[14:12];
assign func7=instruct[31:25];
always@(*)
begin
MUL_en=1'b0;
MULH_en=1'b0;
MULHSU_en=1'b0;
MULHU_en=1'b0;
DIV_en=1'b0;
DIVU_en=1'b0;
REM_en=1'b0;
REMU_en=1'b0;
ADD_en=1'b0;
SUB_en=1'b0;
AND_en=1'b0;
OR_en=1'b0;
XOR_en=1'b0;
SLL_en=1'b0;
SRL_en=1'b0;
SRA_en=1'b0;
SLT_en=1'b0;
ADDI_en=1'b0;
ANDI_en=1'b0;
ORI_en=1'b0;
XORI_en=1'b0;
SLTI_en=1'b0;
SLTIU_en=1'b0;
SLLI_en=1'b0;
SRLI_en=1'b0;
SRAI_en=1'b0;
SW_en=1'b0;
SH_en=1'b0;
SB_en=1'b0;
LUI_en=1'b0;
AUIPC_en=1'b0;
rs1_rd_en = 1'b0;
rs2_rd_en = 1'b0;
rd_wr_en = 1'b0;
case (opcode)
  7'b0110011:
  begin
    rs1=instruct[19:15];
    rs2=instruct[24:20];
    rd=instruct[11:7];
    rs1_rd_en=1'b1;
    rs2_rd_en=1'b1;
    rd_wr_en=1'b1;
    case({func7,func3})
    {10'b0000001_000}:MUL_en=1'b1; 
    {10'b0000001_001}:MULH_en=1'b1; 
    {10'b0000001_010}:MULHSU_en=1'b1; 
    {10'b0000001_011}:MULHU_en=1'b1; 
    {10'b0000001_100}:DIV_en=1'b1; 
    {10'b0000001_101}:DIVU_en=1'b1; 
    {10'b0000001_110}:REM_en=1'b1; 
    {10'b0000001_111}:REMU_en=1'b1; 
    {10'b0000000_000}:ADD_en=1'b1; 
    {10'b0100000_000}:SUB_en=1'b1; 
    {10'b0000000_111}:AND_en=1'b1; 
    {10'b0000000_110}:OR_en=1'b1; 
    {10'b0000000_100}:XOR_en=1'b1; 
    {10'b0000000_001}:SLL_en=1'b1; 
    {10'b0000000_101}:SRL_en=1'b1; 
    {10'b0100000_101}:SRA_en=1'b1; 
    {10'b0000000_010}:SLT_en=1'b1; 
    default:;
    endcase
  end
  7'b0010011:
  begin
    rs1=instruct[19:15];
    im_i=instruct[31:20];
    rd=instruct[11:7];
    rs1_rd_en=1'b1;
    rd_wr_en=1'b1;
    case({func7,func3})
    10'b0000000_000:ADDI_en=1'b1; 
    10'b0000000_111:ANDI_en=1'b1; 
    10'b0000000_110:ORI_en=1'b1; 
    10'b0000000_100:XORI_en=1'b1; 
    10'b0000000_010:SLTI_en=1'b1; 
    10'b0000000_011:SLTIU_en=1'b1; 
    10'b0000000_001:SLLI_en=1'b1; 
    10'b0000000_101:
      begin
        rs1=instruct[19:15];
        rd=instruct[11:7];
        rs1_rd_en=1'b1;
        rd_wr_en=1'b1;
        shift_amount=instruct[24:20];
        SRLI_en=1'b1; 
      end
    10'b0100000_101:
      begin
        rs1=instruct[19:15];
        rd=instruct[11:7];
        rs1_rd_en=1'b1;
        rd_wr_en=1'b1;
        shift_amount=instruct[24:20];
        SRAI_en=1'b1; 
      end
    default:;
    endcase
      end
  7'b0100011:
  begin 
    rs1=instruct[19:15];
    rs2=instruct[24:20];
    shift_amount=5'b0;
    im_s={instruct[31:25],instruct[11:7]};
    rs1_rd_en=1'b1;
    rs2_rd_en=1'b1;
    case(func3)
    3'b010:SW_en=1'b1; 
    3'b001:SH_en=1'b1; 
    3'b000:SB_en=1'b1; 
    default:;
    endcase
  end
  7'b0110111:
    begin
      im_u=instruct[31:12];
      rd=instruct[11:7];
      rd_wr_en=1'b1;
      LUI_en=1'b1;
    end
  7'b0010111:
    begin
      im_u=instruct[31:12];
      rd=instruct[11:7];
      rd_wr_en=1'b1;
      AUIPC_en=1'b1;
    end
endcase
end
assign IM_32_I={{20{im_i[11]}},im_i};
assign IM_32_S={{20{im_s[11]}},im_s};
assign IM_32_U={{12{im_u[19]}},im_u};
endmodule
### constraint.sdc
current_design CU

set clk_period 2.4
set clk_io_pct 0.2

create_clock -name clk0 -period $clk_period

set non_clock_inputs [all_inputs -no_clocks]
set_input_delay [expr $clk_period * $clk_io_pct] -clock clk0 $non_clock_inputs
set_output_delay [expr $clk_period * $clk_io_pct] -clock clk0 [all_outputs]
==> out/qor.txt <==
via density per instance -> 4.104
unrepaired setup endpoints after global routing -> true
YS warnings -> 1
Core Util, Final -> 0.4936
maxcap violations -> 0
# diodes -> 0
Layout Area Growth over Synthesis -> 108.0%
die height -> 110 um
endpoints left unconstrained -> 179
pre-CTS WS -> -0.5391 ns
Yosys cell types -> 28
Inst Count DP -> 463
most common cell in the netlist -> buf_4
number of port buffers -> 181
Critical Path, Cell by Cell -> clkdlybuf4s15_2 -> and4bb_4 -> nand4_1 -> nor2_1 -> clkdlybuf4s50_1
fin crit period -> 2.348 ns
Setup crit end kind -> primary output
I/O pins -> 182
Setup Viol. Count Final -> 0
hold_sp -> instruct[31]
Sequential Area -> 960.9 sq um
Yosys top cell by area -> dlxtn_1
die area -> 0.01210 sq mm
YS chip area -> 0.001853 sq mm
Slew @ Worst Pin -> 0.7001 ns
Synthesized registers -> 64
Worst EP arrival -> 1.87 ns
max_slew headroom -> 0.5316
Post-synth top cells -> 53 x buf_4, 52 x dlxtn_1, 20 x nor2_1
Final ANT Viol Nets -> 0
hold-fix buffer count after cts -> 0
Congestion Overflow GR -> 0
top_reg_cell synth -> dlxtn_1
Final Cycle Share -> 0.9782
pwr dens -> 95.66 mW/mm^2
Die X -> 110 um
register pins left without a clock -> 64
total power -> 0.3687 mW
Placed Area -> 0.003618 sq mm
CP Launch Type -> input pin
Vias -> 1,966
Final Hold Fails -> 0
VDD IR max -> 0.00004152 V
P_leak -> 1.795 nW
DRC Markers -> 0
WP data required -> 1.92 ns
first-pass GRT wire length -> 11,180 um
OpenROAD warning count -> 34
status -> complete, no violations
fill cell count -> 719
Post-DP HPWL -> 6625 um
Avg WL per Cell -> 16.59 um
fmax -> 426.0 MHz
number of synthesized flops with an enable pin -> 0
Routed WL -> 7949 um
Synth area leaders -> dlxtn_1 42%, buf_4 21%, dlxtp_1 9.7%, nor2_1 4.1%, o21a_1 2.4%
Detailed Route Iter0 Violations -> 29
synthesized area -> 0.001853 sq mm
syn_area_per_cell -> 8.995 sq um
number of global-route vias before repair -> 1,975
Final Max Slew Viols -> 0
crit path max fanout -> 8
RD Place Congestion -> 0.8517
Init Core Util -> 0.2373
antenna violations before repair -> 0
critical path class -> in -> out
largest net degree at the start of global routing -> 22
hold crit path type -> in -> out
slowest CP cell -> clkdlybuf4s50_1
layout cells sized above 1 -> 0.2440
GRT Total Usage -> 0.1174
area share of the leading cell type in the synthesized netlist -> 0.4213
Cells after Synth -> 206
DR pass1 iterations -> 4
fin worst setup slack -> 0.05243 ns
logic area -> 631.9 sq um
crit path launch -> instruct[2]
Finished Cell Area -> 0.003854 sq mm
non-filler instance count after layout -> 479
row count -> 32
CP max stage delay -> 0.48 ns
ys async rst share -> 0
core box area -> 0.007807 sq mm
yosys stat cell total -> 206
flip-flops by register name (all words and copies together) (netlist names):
name	flops
im_s	12
rs2	5
im_i	12
rs1	5
im_u	20
rd	5
shift_amount	5
worst max-delay path, delay by kind of cell:
family | cells | cell delay, ns
simple gates | 3 | 0.71
buf+inv | 2 | 0.67
cell families (layout without fill, tap and decap cells):
family,Yosys count,in the layout,synth area share
simple gates,71,71,0.2134
latches,64,64,0.5186
buf+inv,62,233,0.2336
compound gates,8,8,0.03241
other cells,1,1,0.002024
layout make-up:
type	instances	share of cell area
repair buffers	230	0.5507
inverters	3	0.002922
flip-flops and latches	64	0.2494
multi-input cells	80	0.1640
well taps	102	0.03312
power by group:
group          internal, mW  switching [mW]  total (mW)
clock network             0               0           0
registers            0.0627          0.0161      0.0788
logic                 0.200          0.0900       0.290
layer usage:
layer  share of wire  wire length (um)  GRT usage
met4               0                 0          0
met1            0.38              2984     0.1407
met2            0.47              3704     0.2028
met5               0                 0          0
met3            0.16              1260    0.05288
per-stage QoR:
| stage | hold WS (ns) | setup TNS (ns) |
|---|---|---|
| floorplan | 1.059 | 0 |
| CTS | 1.555 | -0.07403 |
| global route | 1.490 | -0.02980 |
| detailed placement | 1.952 | -13.54 |
| global placement | 1.955 | -13.53 |
| finish | 1.457 | 0 |
path summary, 6_finish.rpt:
check | endpoint | slack (ns) | cells past startpoint
max | SRLI_en | 0.05 | 5
min | ANDI_en | 1.46 | 5
placed cells by master, fill, tap and decap left out, types with 2 or more instances in the layout:
cell type	count
clkdlybuf4s15_1	3
clkbuf_2	4
nor4_2	4
inv_1	3
dlxtn_1	52
o21a_1	6
nand4_1	5
clkdlybuf4s50_1	135
nor2_2	2
dlymetal6s2s_1	3
buf_6	7
nand2b_1	3
dlxtp_1	12
nor4_4	3
nor2_1	17
nand3_2	2
nor3_2	5
or2_2	2
buf_2	7
nor2b_1	2
nand3_1	4
nand2_1	4
nor3_1	2
buf_4	44
dlygate4sd2_1	26
timing repair:
action,CTS,global route
endpoints found under the setup margin,34,17
pin swaps,30,8
gates resized,102,21
buffers inserted,14,6
Power and IR drop assume default switching activity.
