### config.mk
export PLATFORM = sky130hd
export DESIGN_NAME = register_file
export DESIGN_NICKNAME = register_file
export VERILOG_FILES = /design/flow/design.v
export SDC_FILE = /design/flow/constraint.sdc
export NUM_CORES = 4
export LEC_CHECK = 1
export CORE_UTILIZATION = 30
### constraint.sdc
current_design register_file

set clk_period 8.8
set clk_io_pct 0.2

create_clock -name clk0 -period $clk_period [get_ports {clk}]

set non_clock_inputs [all_inputs -no_clocks]
set_input_delay [expr $clk_period * $clk_io_pct] -clock clk0 $non_clock_inputs
set_output_delay [expr $clk_period * $clk_io_pct] -clock clk0 [all_outputs]
### design.v
module register_file(
input clk,
input [4:0]rs1,
input [4:0]rs2,
input [4:0]rd,
input rs1_rd_en,
input rs2_rd_en,
input rd_wd_en,
input[31:0]rD,
output wire [31:0]rS1,
output wire [31:0]rS2
);
reg[31:0] memory [31:0];
initial
begin
memory[0]=32'b0;
memory[1]=32'b1;
memory[2]=32'b10;
memory[3]=32'b11;
memory[4]=32'b100;
memory[5]=32'b101;
memory[6]=32'b110;
memory[7]=32'b111;
memory[8]=32'b1000;
memory[9]=32'b1001;
memory[10]=32'b1010;
memory[11]=32'b1011;
memory[12]=32'b1100;
memory[13]=32'b1101;
memory[14]=32'b1110;
memory[15]=32'b1111;
memory[16]=32'b10000;
memory[17]=32'b10001;
memory[18]=32'b10010;
memory[19]=32'b10011;
memory[20]=32'b10100;
memory[21]=32'b10101;
memory[22]=32'b10110;
memory[23]=32'b10111;
memory[24]=32'b11000;
memory[25]=32'b11001;
memory[26]=32'b11010;
memory[27]=32'b11011;
memory[28]=32'b11100;
memory[29]=32'b11101;
memory[30]=32'b11110;
memory[31]=32'b11111;
end
always@(posedge clk)
begin
if(rd_wd_en)
memory[rd]<=rD;
end
assign rS1=rs1_rd_en ? memory[rs1]:32'b0;
assign rS2=rs2_rd_en ? memory[rs2]:32'b0;
endmodule
### run.sh
#!/bin/bash
# OpenROAD 26Q1-2900-gdf79404cd8, Yosys 0.63+post, stock flow scripts
make -C /OpenROAD-flow-scripts/flow DESIGN_CONFIG=/design/flow/config.mk WORK_HOME=/design/flow/orfs finish
==> run summary <==
The layout was made with Yosys and OpenROAD.

STA classifies the critical path endpoint as an output port. The shortest clock period the worst path allows after layout is 6.87 ns. The total overflow left after global routing is 0. The cell count after synthesis came out at 2323. Setup total negative slack on the finished layout was measured at 0 ns. Counting endpoints that fail hold in the final report gives 0. In the floorplan report the effective utilization is 30.2%. The worst max-slew margin expressed relative to the limit is 36.1%. The via count of the first global-routing pass came to 29.1k. Among logic cells in the layout, the one with the most instances is sky130_fd_sc_hd__edfxtp_1. The number of filler instances in the final layout is 14.3k.

After detailed routing, the number of vias per cell comes to 5.70. The H-tree depth reported by CTS is 3. The synthesis report lists the Yosys warning total as 1. Synthesis instantiated 29 different standard cells from the library. In this run the worst hold path is classified as in -> reg. The HPWL after detailed placement is 85700 µm. Per the CTS log, the buffer count on the longest clock path is 3. The summed instance area of the synthesized netlist is 47200 µm². Once the clock tree was built, the resizer swapped 0 gates to a different size.

Looking at the setup timing report, the critical path kind is in -> out. The first detailed-routing pass took 5 iterations. The worst vdd rail ir drop is 0.172 mV. The die outline area is 159000 µm².

The total detailed-routing wirelength is 148000 µm. The post-synthesis register bit count is 1024. The worst setup path is launched from an input port. The slew of the pin with the lowest slew margin is 0.959 ns. The fraction of final layout cells with drive strength greater than 1 is 35.6%. The final timing summary puts the cycle share of the worst path at 78.1%. The count of clock tree sinks is 1024.

The die is 399 µm wide. The registers reported with the highest flop counts are memory (1024). The initial antenna violation count is 5.

The first global-routing pass estimated 210000 µm of wire. The setup slack after layout is 1.93 ns. In the final routed layout, each cell accounts on average for 32.3 µm. At the end of routability-driven placement, the weighted congestion stood at 0.884. Prior to clock tree synthesis, the placed netlist has a worst setup slack of 1.97 ns. Entering global routing, the biggest net connects 80 pins. The tally of nets with antenna violations remaining after routing is 0.

The clock root buffer is sky130_fd_sc_hd__clkbuf_16. After floorplanning, the core was sized to cover 156000 µm². The data arrival time of the critical path is 5.11 ns.

In this run the critical path is formed by buf_2, buf_4, and2_2, buf_4, a22oi_1, a31oi_1, clkdlybuf4s50_1. The register share after synthesis is 65.1%. The max-cap check violation count is 0.

The mean instance size in the synthesized netlist is 20.3 µm². Per the TritonCTS log, the buffer count is 101. The register with the most flip-flops in the layout has 1024 of them.

For this block, the via count after detailed routing is 26.2k. The number of warnings in the stage logs is 26. For this design the ratio of total power to cell area is 198 nW/µm². Looking at the critical path, the highest net fanout was 32.

TritonCTS built the clock tree. The count of hold buffers inserted by post-cts repair is 0. Per STA, the library cell used most along the worst path is sky130_fd_sc_hd__buf_4. For this design, the slowest cell found on the critical path is sky130_fd_sc_hd__and2_2.

memory holds more flip-flops than any other register. The leakage power of the design is 16.6 nW. The area figure in the yosys stat output is 47200 µm². The data required time of the worst path is 7.04 ns.

For this design the top-level I/O count stands at 115. The flow ran to the end, and the final reports show no timing, DRC or antenna violations. Looking at the worst setup and hold paths, the clock pins of their registers show a slew of 0.06 ns.

Compared with the post-synthesis result, the final layout area differs by 15.5%. The cell total in the yosys stat output is 2323. The maximum clock rate is 146 MHz.

The quantity of I/O buffers inserted on ports is 114. For this run, design rule violations remaining after detail routing come to 0. Measured along the y axis, the die boundary spans 399 µm.

The number of pins with negative max-slew slack in the final report is 0. In the layout the commonest cells are sky130_fd_sc_hd__edfxtp_1, sky130_fd_sc_hd__mux4_2, sky130_fd_sc_hd__mux2i_1, sky130_fd_sc_hd__mux2_2, sky130_fd_sc_hd__buf_4. The total of endpoints with negative setup slack in the final report is 0.

The total global-route track usage is 20.1%. The placement row count is 145. The detailed router's first-iteration violation count is 1905. In this run the post-CTS setup repair buffer count came out at 0. Setup repair after global routing left no endpoint under its margin. The worst stage delay on the critical path is 0.92 ns.
[metrics by stage]
step	total power, W	cell area, µm²	instances	utilization (%)	hold WS [ns]
6_report	0.0108	54500	4600	34.9	1.86
5_1_grt	0.0110	54500	4598	34.9	1.88
4_1_cts	0.0109	54500	4598	34.9	1.82
3_5_place_dp	0.00650	51200	4413	32.8	2.59
3_3_place_gp	0.00650	51200	4413	32.8	2.59
2_1_floorplan	0.00608	47200	2323	-	1.86
[cell usage after synthesis]
library cell | number | area share, %
sky130_fd_sc_hd__buf_12 | 1 | 0.042
sky130_fd_sc_hd__nand2_1 | 27 | 0.21
sky130_fd_sc_hd__a221oi_1 | 51 | 0.95
sky130_fd_sc_hd__a31oi_1 | 64 | 0.85
sky130_fd_sc_hd__buf_1 | 8 | 0.064
sky130_fd_sc_hd__inv_1 | 2 | 0.016
sky130_fd_sc_hd__nand2b_1 | 2 | 0.026
sky130_fd_sc_hd__or2_2 | 2 | 0.026
sky130_fd_sc_hd__and2_1 | 2 | 0.026
sky130_fd_sc_hd__or3_1 | 1 | 0.013
sky130_fd_sc_hd__nand3b_1 | 5 | 0.079
sky130_fd_sc_hd__o21ai_1 | 16 | 0.17
sky130_fd_sc_hd__mux2_2 | 128 | 3.1
sky130_fd_sc_hd__nor2_1 | 39 | 0.31
sky130_fd_sc_hd__o21ai_0 | 35 | 0.37
sky130_fd_sc_hd__mux4_2 | 448 | 21
sky130_fd_sc_hd__edfxtp_1 | 1024 | 65
sky130_fd_sc_hd__buf_6 | 9 | 0.21
sky130_fd_sc_hd__buf_2 | 62 | 0.66
sky130_fd_sc_hd__a22oi_1 | 64 | 1.0
sky130_fd_sc_hd__o2111ai_1 | 13 | 0.24
sky130_fd_sc_hd__or3b_2 | 3 | 0.056
sky130_fd_sc_hd__clkbuf_1 | 101 | 0.80
sky130_fd_sc_hd__buf_8 | 5 | 0.16
sky130_fd_sc_hd__mux2i_1 | 128 | 2.7
sky130_fd_sc_hd__nand3_1 | 2 | 0.021
sky130_fd_sc_hd__o221ai_1 | 64 | 1.2
sky130_fd_sc_hd__buf_4 | 13 | 0.21
sky130_fd_sc_hd__nor2b_1 | 4 | 0.053
[path summary, 6_finish.rpt]
kind / from / to / slack [ns] / cells after the start
setup / recovery: rs1[3] / rS1[18] / 1.93 / 7
hold / removal: rD[0] / memory[23][0]$_DFFE_PP_ / 1.86 / 2
[critical path, delay by kind of cell]
family | cells | cell delay, ns
simple gates | 1 | 0.92
buf+inv | 4 | 1.95
compound gates | 2 | 0.45
[logic make-up after synthesis]
| family | count (synthesis) | share of synthesized area [%] |
|---|---|---|
| buf+inv | 201 | 2.16 |
| compound gates | 307 | 4.78 |
| mux | 704 | 27.1 |
| simple gates | 87 | 0.827 |
| flops | 1024 | 65.1 |
[per-layer routing]
metal / routed length [µm] / GRT usage, % / vias up / share of wire (%)
met5: 231 / 0.999 / - / 0.16
met4: 5600 / 5.96 / 12 / 3.8
met3: 25000 / 15.0 / 301 / 17
met2: 71300 / 30.9 / 1979 / 48
met1: 46300 / 21.7 / 13409 / 31
li1: - / - / 10519 / -
[cell type report]
cell class                      count  area, µm²  area share [%]
Timing Repair Buffer              231       2130            3.91
Antenna cell                        2       5.00         0.00918
Clock buffer                      116       2630            4.81
Sequential cell                  1024      30700            56.4
Multi-Input combinational cell   1098      15800            28.9
Tap cell                         2058       2570            4.72
Inverter                            2       12.5          0.0229
Clock inverter                     69        692            1.27
[report_power, final]
| part | internal, W | switching, W | leakage (nW) | total (W) |
|---|---|---|---|---|
| logic | 0.000408 | 0.000539 | 5.79 | 0.000947 |
| clock network | 0.00249 | 0.00188 | 1.60 | 0.00438 |
| registers | 0.00543 | 0.0000232 | 9.22 | 0.00545 |
| total | 0.00833 | 0.00245 | 16.6 | 0.0108 |
Power and IR drop assume default switching activity.
