$ cat design/flow/config.mk
export PLATFORM = sky130hd
export DESIGN_NAME = im
export DESIGN_NICKNAME = im
export VERILOG_FILES = /design/flow/design.v
export SDC_FILE = /design/flow/constraint.sdc
export NUM_CORES = 4
export LEC_CHECK = 1
export CORE_AREA = 10 10 70 70
export DIE_AREA = 0 0 80 80
$ cat design/flow/constraint.sdc
current_design im

set clk_period 3.2
set clk_io_pct 0.2

create_clock -name clk0 -period $clk_period

set non_clock_inputs [all_inputs -no_clocks]
set_input_delay [expr $clk_period * $clk_io_pct] -clock clk0 $non_clock_inputs
set_output_delay [expr $clk_period * $clk_io_pct] -clock clk0 [all_outputs]
$ cat design/flow/design.v
module im(
input [31:0]address,
input en,
output [31:0]inst_out);
reg[31:0] inst_mem[31:0];
initial
begin
inst_mem[0]=32'b0;
inst_mem[1]=32'b0000001_00001_00000_000_10101_0110011; 
inst_mem[2]=32'b0000001_00010_00000_001_10101_0110011; 
inst_mem[3]=32'b0000001_00011_00000_010_10101_0110011; 
inst_mem[4]=32'b0000001_00100_00000_011_10101_0110011; 
inst_mem[5]=32'b0000001_00101_00000_100_10101_0110011; 
inst_mem[6]=32'b0000001_00110_00000_101_10101_0110011; 
inst_mem[7]=32'b0000001_00111_00000_110_10101_0110011; 
inst_mem[8]=32'b0000001_01000_00000_111_10101_0110011; 
inst_mem[9]=32'b0000000_00010_00001_000_00101_0110011; 
inst_mem[10]=32'b0100000_00100_00011_000_00110_0110011; 
inst_mem[11]=32'b0000000_00110_00101_111_00111_0110011; 
inst_mem[12]=32'b0000000_00010_00001_110_01000_0110011; 
inst_mem[13]=32'b0000000_00011_00010_100_01001_0110011; 
inst_mem[14]=32'b0000000_00010_00001_001_01010_0110011; 
inst_mem[15]=32'b0000000_00010_00001_101_01011_0110011; 
inst_mem[16]=32'b0100000_00010_00001_101_01100_0110011; 
inst_mem[17]=32'b0000000_00010_00001_010_01101_0110011; 
inst_mem[18]=32'b000000000011_00001_000_00001_0010011; 
inst_mem[19]=32'b000000001000_00010_111_00010_0010011; 
inst_mem[20]=32'b000000000001_00011_110_00011_0010011; 
inst_mem[21]=32'b000000000010_00100_100_00100_0010011; 
inst_mem[22]=32'b000000000101_00010_010_01001_0010011; 
inst_mem[23]=32'b000000000101_00010_011_01001_0010011; 
inst_mem[24]=32'b000000000010_00001_001_01011_0010011; 
inst_mem[25]=32'b000000000011_00001_101_01100_0010011; 
inst_mem[26]=32'b010000000100_00001_101_01101_0010011; 
inst_mem[27]=32'b0000000_00110_00010_010_01100_0100011; 
inst_mem[28]=32'b0000000_00111_00011_001_00100_0100011; 
inst_mem[29]=32'b0000000_01000_00100_000_00000_0100011; 
inst_mem[30]=32'b000010010001101000101_01010_0110111; 
inst_mem[31]=32'b000010010001101000101_01010_0010111; 
end
assign inst_out = (en) ? inst_mem[address]:32'b0;
endmodule 
$ cat design/flow/run.sh
#!/bin/bash
# OpenROAD 26Q1-2900-gdf79404cd8, Yosys 0.63+post, stock flow scripts
make -C /OpenROAD-flow-scripts/flow DESIGN_CONFIG=/design/flow/config.mk WORK_HOME=/design/flow/orfs finish
==> notes.md <==
Implementation results.

The run finished with clean final reports. The hold-critical path depth is 5. The utilization after layout is 45.16%. The synthesized area is between 900 and 1000 um2. After routing the design area is 1543 um2. The initial cell density of the core is 28.72%. The chip occupies approximately 6400 um2. Per the summary, power density relative to cell area is 123.0 nW/um2. Across all hold checks on the routed design, the worst slack comes to about 2.2 ns. The startpoint of the lowest-slack hold path is address[2]. After Yosys synthesis, AND-OR and OR-AND compound gates account for 31.12% of the synthesized area.

The shortest clock period the worst path allows after layout is 3.082 ns. The cell class contributing the biggest share of worst-path delay is buffers and inverters. Dividing the detail-routed via count by the number of cells gives 4.931. The path type of the worst setup path is in2out. The area fraction of the largest cell type after synthesis is 15.31%.

The first TritonRoute pass finished after 4 iterations. In the final layout, the fill cell count is approximately 360. The total wire length after detailed routing is 3301 um. The arrival time of data at the worst endpoint is listed as 2.44 ns. In the final report, the number of pins over their slew limit comes to 0. The data required time at the worst endpoint is 2.56 ns. The layout sequential cell count is 0.

The I/O pin count is 65. The layout-stage area growth over the synthesis result is 57.27%. The detailed placement HPWL is 2532 um.

The run reported a max-capacitance violation count of 0. The top cell type by total area after synthesis is sky130_fd_sc_hd__ha_1. The capturing element type of the critical path is a primary output.

The part of the cycle the worst path needs is 96.30%. The number of antenna diodes in the final layout is 0. The path class of the lowest-slack min-delay path is in2out. The number of unique standard cell types used by synthesis is 44. RePlAce ended its routability-driven mode at a weighted congestion of 0.8994. The area fraction in full adders, half adders and majority gates is 15.31%. The detailed-route wire length per cell is 14.29 um. The number of clock-tree buffers in the layout is 0. The main area contributors are sky130_fd_sc_hd__ha_1 15%, sky130_fd_sc_hd__buf_4 9.9%, sky130_fd_sc_hd__mux2i_1 5.1%, sky130_fd_sc_hd__nor2b_1 5.1%, sky130_fd_sc_hd__a21oi_1 4.1%. The core region is 3416 um2.

The global-route usage over all layers is 9.711%. Yosys stat counts about 140 cells in the synthesized netlist. The maximum fanout along the worst path is 4. The remaining design rule violation count is 0. Sorting the synthesized cells by how often they occur yields 13 x sky130_fd_sc_hd__buf_4, 12 x sky130_fd_sc_hd__ha_1, 8 x sky130_fd_sc_hd__a21oi_1, 8 x sky130_fd_sc_hd__buf_2, 8 x sky130_fd_sc_hd__nor2b_1. After floorplanning, the core was divided into 21 placement rows. The mean instance size in the synthesized netlist is approximately 7.2 um2. The synthesized netlist handed to floorplanning was reported with a cell count of between 100 and 150.

The largest single stage delay on the critical path is 0.51 ns. The vertical die dimension is 80 um. The number of logged tool warnings is 69. Among all stages on the critical path, the largest delay is contributed by sky130_fd_sc_hd__clkdlybuf4s50_1. The launch point of the critical path was reported as address[0]. After detailed placement, the total cell area comes to 1489 um2. The worst setup timing slack at the placement stage is -0.1308 ns. The highest clock rate is 0.3245 GHz. Port buffering added 30 buffers. The cell count after placement is 229. Counting endpoints that fail hold in the final report gives 0. After global routing the overflow that remains totals 0.

The first global-routing pass estimated 5326 um of wire. The routed layout has 1139 vias. The DRC violation total after the first TritonRoute iteration is 115. The fraction of the yosys area taken by sequential cells is 0%.

Looking at the VDD voltage map, the peak drop is 50.66 uV. The leakage power in the latest report is 0.0006955 uW. Yosys reports the multiplexer fraction of the synthesized area as a little over a tenth. The yosys synthesis chip area is 980.9 um2. For this run, the number of standard cells in the final layout without fillers is 231.

The cts-stage hold buffer count is 0. The script reports the combined buffer and inverter count of the critical path as 4. STA shows the worst min-delay path finishing at inst_out[17]. The initial antenna violation count is 0. The post-synthesis cell type with the largest instance count is sky130_fd_sc_hd__buf_4. The cell-mix breakdown from Yosys lists the XOR/XNOR area share as roughly 2.7%. The sort of element at the start of the critical path is an input pin. The dominant kind of combinational cell is AND-OR/OR-AND gates. In this run the remaining antenna-violating nets after routing total 0.

The number of endpoints failing setup at the final stage is 0. Entering global routing, the biggest net connects 31 pins. The fraction of final layout cells sized beyond drive strength 1 is 26.49%. Per the OpenROAD floorplan log, the width of the die is approximately 80 um. By instance count, the cell type seen most on the critical path is sky130_fd_sc_hd__inv_2.

Listed in order, past its start point the critical path passes dlygate4sd2_1, inv_2, ha_2, inv_2, mux4_2, a221oi_2, clkdlybuf4s50_1. The number of global-route vias before repair is around 1100. The area share of and/or/nand/nor cells after synthesis is 21.81%. The critical path in the final layout is reported with a setup slack of 0.1185 ns. The yosys warning tally is 1. Setup repair after global routing left no endpoint under its margin. The area taken by sequential standard cells is reported as 0 um2.
cells by family (layout without fill, tap and decap cells):
group	Yosys count	in the layout
AND-OR/OR-AND	41	41
AND/OR/NAND/NOR	39	39
buffers and inverters	31	73
adder cells (fa/ha/maj)	12	12
multiplexers	9	9
XOR/XNOR	3	3
other	1	8
how the worst max path moves through the flow:
| stage | end | depth (start not counted) |
|---|---|---|
| after CTS | inst_out[10] | 8 |
| after global routing | inst_out[9] | 7 |
| final | inst_out[9] | 7 |
layout make-up:
class,count,area (um2),share of cell area (%)
repair buffers,64,608.1,39.42
inverters,9,33.78,2.190
multi-input cells,112,843.3,54.66
well taps,46,57.56,3.731
through the flow:
| stage | power (uW) | TNS (ns) |
|---|---|---|
| final | 189.8 | 0 |
| after global routing | 209.8 | 0 |
| after CTS | 187.6 | 0 |
| after detailed placement | 184.5 | -0.8279 |
| after global placement | 184.9 | -0.7082 |
| after floorplan | 94.54 | 0 |
what timing repair did:
action | 4_1_cts | 5_1_grt
cloned | 0 | 1
endpoints found under the hold margin | 0 | 0
gates resized | 11 | 2
endpoints found under the setup margin | 11 | 3
setup buffers | 1 | 0
cells in the final DEF (no fill, tap or decap), drive strengths merged, types with 2 or more instances in the layout:
cell and instances:
a211oi 2, a21oi 8, a221oi 5, a31oi 2
and3 3, buf 33, clkdlybuf4s50 26, conb 8
dlygate4sd2 3, ha 12, inv 8, mux2 3
mux2i 5, nand2 7, nand2b 6, nand3 2
nor2 6, nor2b 8, nor3 2, o2111ai 2
o211a 2, o211ai 2, o21ai 6, o31ai 3
xor2 2
per-layer routing:
metal / share of wire (%) / track usage (%) / up-vias
met5: 0 / 0 / -
met4: 0 / 0.1761 / 0
li1: - / - / 576
met2: 46 / 16.45 / 33
met1: 46 / 13.04 / 530
met3: 7.4 / 1.932 / 0
power by group:
part | leakage [uW] | internal, uW | switching [uW]
Sequential | 0 | 0 | 0
Combinational | 0.000695 | 109 | 80.9
Clock | 0 | 0 | 0
Power is estimated from default activity; no workload was simulated.
